## ./run.sh

```bash
#!/bin/bash
# OpenROAD 26Q1-2900-gdf79404cd8, Yosys 0.63+post, stock flow scripts
make -C /OpenROAD-flow-scripts/flow DESIGN_CONFIG=/design/flow/config.mk WORK_HOME=/design/flow/orfs finish
```

## ./config.mk

```make
export PLATFORM = sky130hd
export DESIGN_NAME = soru1
export DESIGN_NICKNAME = soru1
export VERILOG_FILES = /design/flow/design.v
export SDC_FILE = /design/flow/constraint.sdc
export NUM_CORES = 4
export LEC_CHECK = 1
export CORE_AREA = 10 10 70 70
export DIE_AREA = 0 0 80 80
```

## ./constraint.sdc

```tcl
current_design soru1

set clk_period 2.7
set clk_io_pct 0.2

create_clock -name clk0 -period $clk_period

set non_clock_inputs [all_inputs -no_clocks]
set_input_delay [expr $clk_period * $clk_io_pct] -clock clk0 $non_clock_inputs
set_output_delay [expr $clk_period * $clk_io_pct] -clock clk0 [all_outputs]
```

## ./design.v

```verilog
`timescale 1ns / 1ps
module soru1(
    input[4:0]number1_i,
    input[4:0]number2_i,
    output reg [8:0]mult_o=0
    );
    reg [7:0]bir=0;
    reg [7:0]iki=0;
    reg [7:0]uc=0;
    reg [7:0]dort=0;
    always@(number1_i or number2_i) begin
            if(number1_i[0]==1)begin
                bir=number2_i; 
            end
            if(number1_i[1]==1)begin
                iki=(number2_i<<1); 
            end
            if(number1_i[2]==1)begin
                uc=(number2_i<<2); 
            end
            if(number1_i[3]==1)begin
                dort=(number2_i<<3); 
            end
            mult_o[7:0]=bir+iki+uc+dort;   
            mult_o[8]=number1_i[4]^number2_i[4];
    end
endmodule
```

==> ci_impl_report.md <==
### Flow metrics

| Metric | Value |
|---|---|
| Die area | `6400 um^2` |
| DR DRC count | `0` |
| Worst EP arrival | `2.73 ns` |
| Violated checks | `negative setup slack` |
| Core ar. | `3420 um^2` |
| Layout area overhead | `86.8%` |
| RSZ-0062 raised after global routing | `yes` |
| Slew margin rel. | `83.8%` |
| Final hold viol count | `0` |
| Register Area | `0 um^2` |
| Fill cell count | `381` |
| Cell Area, Synth | `399 um^2` |
| Critical-path maximum fanout | `2` |
| Drt total wl | `883 um` |
| Max-Cap Viols | `0` |
| FP Core Util | `11.7%` |
| Pint | `0.163 mW` |
| YS warnings | `1` |
| Antenna diode count | `0` |
| WHS Endpoint | `mult_o[0]` |
| Pre-antenna DRT Iters | `4` |
| Register share after synthesis | `0%` |
| Critical path type | `input pin to output port` |
| CP startpoint kind | `input pin` |
| Cell Rows | `21` |
| Chip Width | `80 um` |
| Vias in the first global route | `329` |
| Top area cell types | `fa_1 35%, ha_1 28%, inv_1 14%` |
| Worst vdd ir | `0.0000972 V` |
| Clock power share | `0%` |
| Worst Hold Depth | `3` |
| YS chip area | `399 um^2` |
| Initial antenna violation count | `0` |
| Gate power share | `100.0%` |
| Hold WC Path Type | `input pin to output port` |
| Worst slew pin tran | `0.242 ns` |
| Post-DRT Antenna Nets | `0` |
| Final setup margin | `-0.568 ns` |
| Setup TNS | `-1.90 ns` |
| Sw Pwr | `0.104 mW` |
| Hold WS | `1.71 ns` |
| Port bufs | `15` |
| Placed Instances | `113` |
| Area leader share | `35.1%` |
| Global-route wire length before repair | `1.42 mm` |
| Tool warnings | `41` |
| Fin crit period | `3.27 ns` |
| RD Place Congestion | `0.807` |
| DRT iter0 DRCs | `1` |
| Detailed placement HPWL | `768 um` |
| Synth area leader | `fa_1` |
| Unique cell types | `10` |
| Required time worst endpoint | `2.16 ns` |
| Synth Instances | `43` |
| Pin count of the biggest net entering global routing | `5` |
| Max Clock Freq | `306 MHz` |
| PD cells | `358 nW/um^2` |
| Final setup vio count | `4` |
| Vias | `341` |
| Mean post-synth cell area | `9.28 um^2` |
| Fin cells | `116` |
| I/O Pins | `19` |
| Switching Share | `38.9%` |
| Wire per inst | `7.61 um` |
| Overflow left after global routing | `0` |
| Pleak | `0.368 nW` |
| Max-slew violations | `0` |
| Yosys cell count | `43` |
| Reg power frac | `0%` |
| Layout cells sized above 1 | `51.4%` |
| Via density | `2.94` |
| Total GRT Usage | `2.65%` |
| Layout clock buffer count | `0` |
| Crit end category | `output port` |
| Origin of the worst min-delay path | `number2_i[0]` |
| Crit share post-route | `121%` |
| Die height | `80 um` |
| FFs & Latches | `0` |
| Status | `finished, violations left` |
-- per-layer routing --
layer	vias to the layer above	wire length (um)	GRT usage, %
li1	179	-	-
met1	151	437	4.18
met2	11	347	3.53
met3	0	98	0.909
met4	0	0	0
met5	-	0	0
-- logic make-up after synthesis --
logic type | share of synthesized area, %
xor+xnor | 11.0
buf+inv | 16.0
simple gates | 3.45
compound gates | 6.27
fa+ha+maj | 63.3
-- worst max path at each step --
stage / startpoint / end / depth (start not counted)
CTS: number2_i[2] / mult_o[7] / 12
global route: number2_i[2] / mult_o[7] / 12
finish: number2_i[2] / mult_o[7] / 10
-- timing repair --
item / 4_1_cts / 5_1_grt
setup endpoints to repair: 6 / 5
pin swaps: 10 / 10
buffers inserted: 2 / 1
gates resized: 42 / 5
hold buffers: 0 / 0
-- power by group through the flow --
| stage | clock [mW] | combinational, mW | sequential, mW |
|---|---|---|---|
| after CTS | 0 | 0.249 | 0 |
| after global routing | 0 | 0.304 | 0 |
| final | 0 | 0.267 | 0 |
-- cell type report --
class              count  area (um^2)  share of cell area [%]
inverters             15         60.1                    8.05
multi-input cells     27          405                    54.4
well taps             46         57.6                    7.72
repair buffers        28          223                    29.9
-- cells in the final DEF, fill, tap and decap left out, drive strengths merged --
cell type       n
nand2b          1
buf            21
inv            14
clkdlybuf4s50   6
a21o            1
clkbuf          1
xor2            1
clkinvlp        1
nor2            2
a21oi           2
ha              9
fa              7
xnor2           4
-- synth_stat cells --
library cell / n
xnor2_1: 4
inv_1: 15
a21o_1: 1
buf_4: 1
nor2_1: 2
ha_1: 9
xor2_1: 1
fa_1: 7
nand2b_1: 1
a21oi_2: 2
-- critical path, cell delays in order --
cell	delay (ns)
buf_8	0.10
buf_4	0.12
fa_1	0.48
fa_1	0.51
inv_1	0.07
fa_2	0.40
nand2b_4	0.16
a21oi_4	0.13
xnor2_2	0.12
buf_2	0.11
-- per-stage QoR --
step	utilization (%)	setup WS (ns)	power [mW]	instance area [um^2]
6_report	21.8	-0.568	0.267	746
3_3_place_gp	20.1	-1.51	0.248	688
2_1_floorplan	-	-0.385	0.108	413
4_1_cts	20.9	-0.703	0.249	714
3_5_place_dp	20.1	-1.51	0.247	688
5_1_grt	21.8	-0.685	0.304	746
Power and IR drop assume default switching activity.
