$ cat /design/flow/run.sh
#!/bin/bash
# OpenROAD 26Q1-2900-gdf79404cd8, Yosys 0.63+post, stock flow scripts
make -C /OpenROAD-flow-scripts/flow DESIGN_CONFIG=/design/flow/config.mk WORK_HOME=/design/flow/orfs finish
$ cat /design/flow/config.mk
export PLATFORM = sky130hd
export DESIGN_NAME = fsm_otopilot
export DESIGN_NICKNAME = fsm_otopilot
export VERILOG_FILES = /design/flow/design.v
export SDC_FILE = /design/flow/constraint.sdc
export NUM_CORES = 4
export LEC_CHECK = 1
export CORE_UTILIZATION = 30
$ cat /design/flow/constraint.sdc
current_design fsm_otopilot

set clk_period 2.6
set clk_io_pct 0.2

create_clock -name clk0 -period $clk_period [get_ports {clk}]

set non_clock_inputs [all_inputs -no_clocks]
set_input_delay [expr $clk_period * $clk_io_pct] -clock clk0 $non_clock_inputs
set_output_delay [expr $clk_period * $clk_io_pct] -clock clk0 [all_outputs]
$ cat /design/flow/design.v
module fsm_otopilot
(
input clk,
input rst_n,
input [15:0] gnss_i,
input [15:0] altimetre_i,
input [7:0] hedef_yukseklik_i,
input yukseklik_bilgisi_i,
output motor_o,
output yesil_led_o,
output kirmizi_led_o
);
localparam S_YUKSEKLIK_BEKLE    = 2'b00;
localparam S_ACIL_DURUS         = 2'b01;
localparam S_UCUS               = 2'b10;
reg hedef_yukseklik_hata;
reg motor_ac;
reg [15:0] sensor_fark;
reg [15:0] sensor_ortalama;
reg [1:0] state;
reg [1:0] hata_sayaci;
reg [7:0] atanan_yukseklik;
reg yesil_led;
reg kirmizi_led;
reg motor;
always @(*) begin
    if (hedef_yukseklik_i < 10 || hedef_yukseklik_i > 100) begin
        hedef_yukseklik_hata = 1'b1;
    end
    else begin
        hedef_yukseklik_hata = 1'b0;
    end
    if (gnss_i > altimetre_i) begin
        sensor_fark = gnss_i - altimetre_i;    
    end
    else begin
        sensor_fark = altimetre_i - gnss_i;
    end
    if (sensor_fark > 9) begin
        sensor_ortalama     = gnss_i;
    end
    else begin
        sensor_ortalama     = (gnss_i + altimetre_i) >> 1;        
    end
    motor_ac = 0;
    if (state == S_UCUS) begin
        if (sensor_ortalama >= atanan_yukseklik) begin
            motor_ac = 1'b0;
        end
        else begin
            motor_ac = 1'b1;
        end
    end
end
always @(posedge clk, negedge rst_n) begin
    if (rst_n == 1'b0) begin
        state               <= S_YUKSEKLIK_BEKLE;
        hata_sayaci         <= 2'b00;
        atanan_yukseklik    <= 8'b00000000;
        yesil_led           <= 1'b0;
        kirmizi_led         <= 1'b0;
        motor               <= 1'b0;
    end
    else begin
        case (state)
            S_YUKSEKLIK_BEKLE : begin
                if (yukseklik_bilgisi_i == 1'b1) begin
                    if (hedef_yukseklik_hata == 1'b0) begin
                        atanan_yukseklik    <= hedef_yukseklik_i;
                        state               <= S_UCUS;
                    end
                    else begin
                        if (hata_sayaci == 2'b10) begin
                            state       <= S_ACIL_DURUS;
                            kirmizi_led <= 1'b1;
                        end
                        else begin
                            hata_sayaci <= hata_sayaci + 2'b01;
                            state       <= S_YUKSEKLIK_BEKLE;
                        end
                    end
                end
                else begin
                    state <= S_YUKSEKLIK_BEKLE;
                end
            end
            S_ACIL_DURUS : begin
            end
            S_UCUS : begin
                if (motor_ac == 1'b1) begin
                   motor        <= 1'b1; 
                end
                else begin
                    motor       <= 1'b0;
                    yesil_led   <= 1'b1;
                end
            end
            default: begin
                state <= S_YUKSEKLIK_BEKLE;
            end
        endcase
    end
end
assign motor_o          = motor;
assign yesil_led_o      = yesil_led;
assign kirmizi_led_o    = kirmizi_led;
endmodule
==> impl_metrics.sql <==
-- physical implementation figures
INSERT INTO impl_metrics (metric_group, metric, value, unit) VALUES
('outcome', 'run_status', 'finished with violations', ''),
('outcome', 'failing_checks', 'setup timing', ''),
('clocking', 'cts_made_buffers', '3', ''),
('power_and_ir_drop', 'static-leakage-power', '2.830', 'nW'),
('finish', 'post_layout_nonfiller_instances', '818', ''),
('synthesis', 'top_cell', 'sky130_fd_sc_hd__inv_1', ''),
('placed_design', 'place.port_buffers', '45', ''),
('placed_design', 'postPlaceCellArea', '0.005335', 'sq mm'),
('sta', 'fin_ws', '-2.351', 'ns'),
('route', 'wl', '12140', 'um'),
('synthesis', 'synth_top_area_share', '19.89', '%'),
('route', 'final_routed_drc_violation_total', '0', ''),
('worst_setup_path', 'required', '2.73', 'ns'),
('worst_setup_path', 'path_type_of_the_worst_setup_path', 'in2reg', ''),
('floorplan', 'core-area', '0.01103', 'sq mm'),
('route', 'via_count', '4178', ''),
('finish', 'drive_above_1_share', '47.94', '%'),
('sta', 'fmax', '202.0', 'MHz'),
('clocking', 'htree_levels', '1', ''),
('worst_setup_path', 'crit_fanout', '7', ''),
('floorplan', 'die_width', '109.4', 'um'),
('synthesis', 'mappedNetlistArea', '0.003460', 'sq mm'),
('route', 'drt-pass1-iter-count', '4', ''),
('route', 'detail_route.vias_per_cell', '5.108', ''),
('grt', 'via_count_of_the_first_global_routing_pass', '4080', ''),
('synthesis', 'count_of_flip_flops_with_a_built_in_enable_after_synthesis', '0', ''),
('clocking', 'clkSinkCount', '15', ''),
('sta', 'timing.final.hold_violations', '0', ''),
('placed_design', 'place.gp.congestion', '0.9429', ''),
('synthesis', 'synth_top_flop_cell', 'sky130_fd_sc_hd__dfrtp_1', ''),
('synthesis', 'top_area_cell', 'sky130_fd_sc_hd__ha_1', ''),
('synthesis', 'yosys-stat-area', '0.003460', 'sq mm'),
('synthesis', 'yosys_warnings', '1', ''),
('clocking', 'clock.latency.late_pin', '0.24', 'ns'),
('clocking', 'clk_transition_reported_paths', '0.05', 'ns'),
('worst_setup_path', 'timing.critical_path.from_type', 'input pin', ''),
('worst_setup_path', 'rr_startpoint', 'atanan_yukseklik[0]', ''),
('clocking', 'tritoncts', 'built', ''),
('sta', 'final.period_utilization', '190.4', '%'),
('sta', 'final-max-slew-violation-count', '0', ''),
('job', 'cap_viol_max_count', '0', ''),
('synthesis', 'synth_async_sr_flop_share', '100.0', '%'),
('grt', 'global_route.overflow_total', '0', ''),
('route', 'detail_route.wl_per_cell', '14.84', 'um'),
('sta', 'clock_skew', '0.002386', 'ns'),
('grt', 'grt_first_pass_wirelength', '19840', 'um'),
('worst_hold_path', 'timing.hold.worst.start', 'kirmizi_led', ''),
('worst_setup_path', 'cp_data_arrival_time', '5.08', 'ns'),
('finish', 'post-route-util', '55.00', '%'),
('job', 'log.warning_count', '58', ''),
('sta', 'worstMarginPinSlew', '0.6483', 'ns'),
('route', 'drtIter0Drc', '161', ''),
('placed_design', 'preCtsSetupSlack', '-3.291', 'ns'),
('placed_design', 'dp_hpwl', '9753', 'um'),
('placed_design', 'placed_cells', '786', ''),
('floorplan', 'placement_rows', '38', ''),
('synthesis', 'ys_ff', '15', ''),
('power_and_ir_drop', 'p_per_area', '294.2', 'mW/mm^2'),
('sta', 'report.final.setup_viol', '2', ''),
('synthesis', 'ys_top_cells_by_count', 'sky130_fd_sc_hd__inv_1 (57), sky130_fd_sc_hd__ha_1 (55), sky130_fd_sc_hd__a21oi_1 (41)', ''),
('floorplan', 'ios', '46', ''),
('worst_setup_path', 'crit_path_start', 'gnss_i[7]', ''),
('synthesis', 'synth_sequential_area_ratio', '10.89', '%'),
('route', 'ant_diodes', '0', ''),
('worst_hold_path', 'hold_path_class', 'reg2reg', ''),
('synthesis', 'number_of_cell_instances_after_yosys_synthesis', '464', ''),
('grt', 'maximum_number_of_pins_on_one_net_before_global_route_repair', '16', ''),
('sta', 'rsz_0062_raised_after_global_routing', 'true', ''),
('synthesis', 'synth_cells', '464', ''),
('worst_setup_path', 'worst_setup_path_end_kind', 'register', ''),
('sta', 'max_slew_margin', '56.64', '%');
## cell usage in the layout (no fill, tap or decap), types with 11 or more instances in the layout
master / Yosys / final
sky130_fd_sc_hd__buf_4: 1 / 168
sky130_fd_sc_hd__inv_1: 57 / 39
sky130_fd_sc_hd__nor2_1: 38 / 35
sky130_fd_sc_hd__ha_1: 55 / 35
sky130_fd_sc_hd__a21oi_1: 41 / 28
sky130_fd_sc_hd__buf_6: 0 / 22
sky130_fd_sc_hd__nand2_1: 23 / 19
sky130_fd_sc_hd__ha_4: 0 / 17
sky130_fd_sc_hd__o21ai_0: 22 / 16
sky130_fd_sc_hd__inv_2: 0 / 14
sky130_fd_sc_hd__xnor2_1: 15 / 14
sky130_fd_sc_hd__dfrtp_1: 14 / 14
sky130_fd_sc_hd__clkdlybuf4s50_1: 0 / 13
sky130_fd_sc_hd__nand2b_1: 12 / 11
## worst max-delay path, cell delays in order
cell                            delay [ns]
sky130_fd_sc_hd__dlygate4sd2_1        0.24
sky130_fd_sc_hd__inv_2                0.06
sky130_fd_sc_hd__ha_4                 0.33
sky130_fd_sc_hd__nand4_1              0.15
sky130_fd_sc_hd__nor3_2               0.29
sky130_fd_sc_hd__nor2b_4              0.23
sky130_fd_sc_hd__a2bb2oi_4            0.20
sky130_fd_sc_hd__buf_6                0.12
sky130_fd_sc_hd__and4b_1              0.20
sky130_fd_sc_hd__or3_1                0.12
sky130_fd_sc_hd__o2111ai_2            0.14
sky130_fd_sc_hd__or3_4                0.43
sky130_fd_sc_hd__buf_6                0.15
sky130_fd_sc_hd__mux2i_1              0.11
sky130_fd_sc_hd__ha_1                 0.29
sky130_fd_sc_hd__o21a_1               0.21
sky130_fd_sc_hd__o21a_1               0.11
sky130_fd_sc_hd__a311oi_2             0.29
sky130_fd_sc_hd__nand4_1              0.13
sky130_fd_sc_hd__a211o_1              0.25
sky130_fd_sc_hd__o31ai_2              0.20
sky130_fd_sc_hd__nor4_2               0.09
sky130_fd_sc_hd__a211o_1              0.23
## registers in the layout, indices dropped and copies added, names as in the netlist
| signal | count |
|---|---|
| yesil_led | 1 |
| hata_sayaci | 2 |
| state | 2 |
| motor | 1 |
| kirmizi_led | 1 |
| atanan_yukseklik | 8 |
## worst paths after layout
path | end | slack [ns] | depth (start not counted)
worst max-delay path | yesil_led | -2.35 | 23
worst min-delay path | kirmizi_led | 0.46 | 1
worst max register to register | yesil_led | 0.23 | 10
worst min register to register | kirmizi_led | 0.46 | 1
max in group asynchronous | atanan_yukseklik[2] | 1.50 | 1
min in group asynchronous | hata_sayaci[1] | 0.68 | 1
## metal layers
metal	share of wire, %	track usage [%]	vias up
met2	44	33.02	101
met4	1.2	2.857	0
met5	0	0	-
met3	4.5	1.692	10
met1	50	33.26	1972
li1	-	-	2095
## report_power, final
part	switching, mW	internal (mW)	leakage, nW
Sequential	0.0000400	0.234	0.180
Clock	0.0877	0.205	0.0409
Combinational	0.601	0.657	2.61
Total	0.689	1.10	2.83
## per-stage QoR
step,TNS (ns),hold slack [ns]
after floorplan,-4.445,0.2244
after global placement,-6.279,0.4413
after detailed placement,-6.513,0.4510
after CTS,-4.965,0.4617
after global routing,-5.068,0.4737
final,-4.630,0.4594
## kinds of logic after synthesis
kind of cell | count (synthesis) | synth area share [%]
buf+inv | 73 | 8.282
compound gates | 142 | 27.88
mux | 18 | 5.642
flops | 15 | 10.89
xor+xnor | 22 | 5.570
fa+ha+maj | 58 | 21.63
simple gates | 136 | 20.11
## what timing repair did
item	4_1_cts	5_1_grt
setup buffers	21	7
pin swaps	53	41
endpoints found under the setup margin	2	2
gates resized	164	78
## cell type report
class / instances / area, sq um
inverter: 58 / 232.7
clock inverter: 1 / 5.005
tap: 140 / 175.2
clock buffer: 3 / 75.07
timing repair buffer: 225 / 1813
multi-input combinational: 376 / 3390
sequential: 15 / 376.6
fill: 935 / 4964
Power and IR drop assume default switching activity.
