===== design/flow/constraint.sdc =====
current_design adder_pipe

set clk_period 4.6
set clk_io_pct 0.2

create_clock -name clk0 -period $clk_period [get_ports {clk}]

set non_clock_inputs [all_inputs -no_clocks]
set_input_delay [expr $clk_period * $clk_io_pct] -clock clk0 $non_clock_inputs
set_output_delay [expr $clk_period * $clk_io_pct] -clock clk0 [all_outputs]

===== design/flow/run.sh =====
#!/bin/bash
# OpenROAD 26Q1-2900-gdf79404cd8, Yosys 0.63+post, stock flow scripts
make -C /OpenROAD-flow-scripts/flow DESIGN_CONFIG=/design/flow/config.mk WORK_HOME=/design/flow/orfs finish

===== design/flow/design.v =====
`timescale 1ns / 1ps
module adder_pipe(
input clk,
input rst_n,
input[3:0]a_i,
input[3:0]b_i,
input[3:0]c_i,
input[3:0]d_i,
input[3:0]e_i,
input[3:0]f_i,
input[3:0]g_i,
input[3:0]h_i,
input[3:0]i_i,
input[3:0]j_i,
input[3:0]k_i,
input[3:0]l_i,
input[3:0]m_i,
input[3:0]n_i,
input[3:0]o_i,
input[3:0]p_i,
output[7:0]sum_o
    );
reg [3:0] a,b,c,d,e,f,g,h,i,j,k,l,m,n,o,p;
reg [4:0] ab,cd,ef,gh,ij,kl,mn,op;
reg [5:0] abcd,efgh,ijkl,mnop;
reg [6:0] abcdefgh,ijklmnop;
reg [7:0] sum;
always @(posedge clk, negedge rst_n) begin
    if (rst_n == 1'b0) begin
        a       <= 0;
        b       <= 0;
        c       <= 0;
        d       <= 0;
        e       <= 0;
        f       <= 0;
        g       <= 0;
        h       <= 0;
        i       <= 0;
        j       <= 0;
        k       <= 0;
        l       <= 0;
        m       <= 0;
        n       <= 0;
        o       <= 0;
        p       <= 0;
        ab       <= 0;
        cd       <= 0;
        ef       <= 0;
        gh       <= 0;
        ij       <= 0;
        kl       <= 0;
        mn       <= 0;
        op       <= 0;
        abcd       <= 0;
        efgh       <= 0;
        ijkl       <= 0;
        mnop       <= 0;
        abcdefgh       <= 0;
        ijklmnop       <= 0;
        sum       <= 0;
    end
    else begin
        a       <= a_i;
        b       <= b_i;
        c       <= c_i;
        d       <= d_i;
        e       <= e_i;
        f       <= f_i;
        g       <= g_i;
        h       <= h_i;
        i       <= i_i;
        j       <= j_i;
        k       <= k_i;
        l       <= l_i;
        m       <= m_i;
        n       <= n_i;
        o       <= o_i;
        p       <= p_i;
        ab       <= a+b;
        cd       <= c+d;
        ef       <= e+f;
        gh       <= g+h;
        ij       <= i+j;
        kl       <= k+l;
        mn       <= m+n;
        op       <= o+p;
        abcd       <= ab+cd;
        efgh       <= ef+gh;
        ijkl       <= ij+kl;
        mnop       <= mn+op;
        abcdefgh       <= abcd+efgh;
        ijklmnop       <= ijkl+mnop;
        sum       <=abcdefgh+ijklmnop ;
    end
end
assign sum_o = sum;
endmodule

===== design/flow/config.mk =====
export PLATFORM = sky130hd
export DESIGN_NAME = adder_pipe
export DESIGN_NICKNAME = adder_pipe
export VERILOG_FILES = /design/flow/design.v
export SDC_FILE = /design/flow/constraint.sdc
export NUM_CORES = 4
export LEC_CHECK = 1
export CORE_UTILIZATION = 50

==> flow_summary_export.csv <==
group,metric,value,unit
timing,fmax,0.4775,GHz
layout,synthToLayoutAreaGrowth,23.89,%
run_status,outcome,"finished, final reports clean",
yosys,syn_inst,443,
clock_network,cts_resized,0,
worst_setup_path,cp-end-kind,"primary output",
global_route,grt_pass1_wl,15.05,mm
clock_network,clk_pin_slew,50,ps
worst_setup_path,critical_path.top_delay_family,"buffers and inverters",
drt,drc,0,
drt,antenna_left,0,
layout,final_cell_mix,"150 x dfrtp_1, 72 x clkdlybuf4s50_1, 71 x ha_1",
timing,finalSetupViolations,0,
worst_setup_path,critPathMaxFanout,1,
timing,grt_setup_unrepaired,"false",
run,warnings,26,
clock_network,clockBufferDepth,2,
drt,vias_per_cell,4.777,
global_route,gr-usage-all-layers,0.1553,
yosys,ys_ff,150,
drt,wl_per_cell,11.72,um
global_route,antenna_found_initial,0,
clock_network,hold_buffers,0,
global_route,grtUsageMet3,0.03111,
global_route,use_met1,0.2533,
timing,fin_skew,4.127,ps
worst_setup_path,crit_type,"flip-flop to primary output",
drt,n_antenna_cell,0,
power_and_ir_drop,p_leak,3.632,nW
worst_setup_path,timing.critical_path.buf_inv,1,
drt,vias,3320,
place,dp.final_hpwl,5.717,mm
layout,final_common_cell,"dfrtp_1",
global_route,gr-total-overflow,0,
floorplan,die_w,113.1,um
drt,dr.pass1.iters,4,
clock_network,cts_setup_buffers,0,
clock_network,numCtsBuffers,17,
timing,setup_tns,0,ps
drt,drtIter0Drc,106,
clock_network,cts_tree,"done",
floorplan,core_area,0.01201,mm^2
place,gp_congestion,0.7846,
clock_network,cts-root-buf,"clkbuf_16",
global_route,grt_pass1_vias,3460,
yosys,ys_cells,443,
yosys,avgSynthCellArea,13.94,um^2
global_route,grt_use_met2,0.2348,
timing,max_slew.worst_pin.slew,630.6,ps
floorplan,row_count,40,
yosys,ys_area,0.006176,mm^2
yosys,postSynthSeqShare,0.6078,
timing,whs,464.5,ps
power_and_ir_drop,internal_power,0.003043,W
timing,fin_crit,2094,ps
global_route,grt_max_degree,67,
worst_setup_path,cp.required,3680,ps
timing,finalClockPeriodUsage,0.4553,
timing,finalHoldViolCount,0,
power_and_ir_drop,combPwrFrac,0.295,
worst_setup_path,critical_path_arrival,1170,ps
timing,slew_headroom,0.5796,
yosys,yosysWarnings,1,
floorplan,ios,74,
floorplan,initCoreUtil,0.5142,
power_and_ir_drop,power_switching,0.001157,W
worst_setup_path,reg2reg_slack,2820,ps
worst_setup_path,cp-start-kind,"flip-flop",
worst_setup_path,crit_chain,"clkdlybuf4s50_1",
clock_network,h-tree-depth,4,
yosys,synth_cell_types,23,
place,port_buffers,73,
clock_network,clock_sinks,150,
power_and_ir_drop,seq_power_share,0.405,
layout,post_route_cells_drive_above_1_share,0.05292,
worst_setup_path,crit_slowest_cell,"clkdlybuf4s50_1",
run,drv_cap,0,
worst_hold_path,hp-class,"flip-flop to flip-flop",
power_and_ir_drop,irDropWorstVdd,262.3,uV
worst_setup_path,slowest_delay,450,ps
power_and_ir_drop,power_density,548.9,mW/mm^2
timing,finalMaxSlewViolations,0,
global_route,grt-busiest-layer,"met1",
power_and_ir_drop,pwr-share-clk,0.300,
drt,routed_wl,8.144,mm
floorplan,chipArea,0.01280,mm^2
power_and_ir_drop,switching_share,0.2754,
floorplan,die_h,113.1,um
clock_network,clock_latency,400,ps
yosys,syn_area,0.006176,mm^2
per-layer routing:
layer | wire [um] | part of all wire | vias to the layer above
li1 | - | - | 1683
met1 | 3947 | 0.48 | 1561
met4 | 187 | 0.023 | 0
met2 | 3687 | 0.45 | 62
met5 | 0 | 0 | -
met3 | 322 | 0.040 | 14
worst paths after layout:
check / from / to / cells past startpoint
worst max-delay path: sum[2] / sum_o[2] / 1
worst min-delay path: p[0] / op[0] / 1
worst max register to register: ijklmnop[0] / sum[6] / 7
worst min register to register: p[0] / op[0] / 1
max in group asynchronous: rst_n / l[0] / 2
min in group asynchronous: rst_n / a[1] / 1
Yosys cell counts:
master | instances | share of area
xor2_1 | 4 | 0.0057
o21ai_0 | 22 | 0.018
ha_1 | 71 | 0.14
nor2_1 | 12 | 0.0073
nand2b_1 | 14 | 0.014
nor4_1 | 1 | 0.0010
a31oi_1 | 1 | 0.0010
a21o_1 | 18 | 0.022
xnor2_1 | 29 | 0.041
a311o_1 | 1 | 0.0016
a21oi_1 | 22 | 0.018
nor3b_1 | 1 | 0.0012
o21a_1 | 3 | 0.0036
a311oi_2 | 1 | 0.0024
dfrtp_1 | 150 | 0.61
o21bai_1 | 2 | 0.0024
a211oi_1 | 10 | 0.012
o31a_1 | 3 | 0.0043
inv_1 | 46 | 0.028
nand2_1 | 1 | 0.00061
fa_1 | 15 | 0.049
nor2b_1 | 13 | 0.013
o21ai_1 | 3 | 0.0024
layout make-up:
type	instances	area, um^2
flip-flops and latches	150	3754
repair buffers	75	747.0
well taps	147	183.9
clock inverters	4	45.04
multi-input cells	247	2250
fillers	892	4360
inverters	46	172.7
clock buffers	26	499.2
sequential cells by signal, indices dropped and copies added (netlist names), 6 cells and up:
signal	count
ijkl	6
abcdefgh	7
ijklmnop	7
sum	8
mnop	6
efgh	6
abcd	6
power groups by stage:
stage                 clock, W  sequential [W]  combinational [W]
final                  0.00126         0.00170            0.00124
after global routing   0.00137         0.00173            0.00143
after CTS              0.00130         0.00171            0.00126
cell families after synthesis:
group / Yosys count / share of synthesized area
and+or+nand+nor: 42 / 0.03748
adders and majority gates: 86 / 0.1925
xor gates and xnor gates: 33 / 0.04680
AOI/OAI and AO/OA: 86 / 0.08752
buffers and inverters: 46 / 0.02796
DFF: 150 / 0.6078
per-stage QoR:
| step | instance area (um^2) | worst slack (ps) | cells | total power (W) | util |
|---|---|---|---|---|---|
| after floorplan | 6176 | 2943 | 443 | 0.002612 | - |
| after global placement | 7107 | 2553 | 665 | 0.002950 | 0.5917 |
| after global routing | 7651 | 2448 | 695 | 0.004530 | 0.6370 |
| final | 7651 | 2506 | 695 | 0.004200 | 0.6370 |
| after CTS | 7651 | 2479 | 695 | 0.004263 | 0.6370 |
| after detailed placement | 7107 | 2528 | 665 | 0.002957 | 0.5917 |
Power and IR drop assume default switching activity.
